==> flow/design.v <==
module rv32i_core #(
    parameter IMEM_WORDS = 256,
    parameter DMEM_WORDS = 256
) (
    input  wire clk,
    input  wire rst_n,
    output reg  halted,
    output reg [31:0] pc
);
    reg [31:0] regs [0:31];
    reg [31:0] imem [0:IMEM_WORDS-1];
    reg [31:0] dmem [0:DMEM_WORDS-1];
    integer i;
    wire [31:0] instr = imem[pc[31:2]];
    wire [6:0] opcode = instr[6:0];
    wire [4:0] rd     = instr[11:7];
    wire [2:0] funct3 = instr[14:12];
    wire [4:0] rs1    = instr[19:15];
    wire [4:0] rs2    = instr[24:20];
    wire [6:0] funct7 = instr[31:25];
    wire [31:0] imm_i = {{20{instr[31]}}, instr[31:20]};
    wire [31:0] imm_s = {{20{instr[31]}}, instr[31:25], instr[11:7]};
    wire [31:0] imm_b = {{19{instr[31]}}, instr[31], instr[7], instr[30:25], instr[11:8], 1'b0};
    wire [31:0] imm_j = {{11{instr[31]}}, instr[31], instr[19:12], instr[20], instr[30:21], 1'b0};
    reg [31:0] next_pc;
    reg [31:0] wb_data;
    reg        wb_en;
    reg        do_store;
    reg [31:0] alu_a;
    reg [31:0] alu_b;
    initial begin
        halted = 1'b0;
        pc = 32'b0;
        for (i = 0; i < 32; i = i + 1) begin
            regs[i] = 32'b0;
        end
        for (i = 0; i < IMEM_WORDS; i = i + 1) begin
            imem[i] = 32'h00000013;  
        end
        for (i = 0; i < DMEM_WORDS; i = i + 1) begin
            dmem[i] = 32'b0;
        end
    end
    always @(posedge clk) begin
        if (!rst_n) begin
            halted <= 1'b0;
            pc <= 32'b0;
            for (i = 0; i < 32; i = i + 1) begin
                regs[i] <= 32'b0;
            end
        end else if (!halted) begin
            next_pc = pc + 32'd4;
            wb_data = 32'b0;
            wb_en = 1'b0;
            do_store = 1'b0;
            alu_a = regs[rs1];
            alu_b = regs[rs2];
            case (opcode)
                7'b0010011: begin  
                    if (funct3 == 3'b000) begin  
                        wb_en = 1'b1;
                        wb_data = regs[rs1] + imm_i;
                    end
                end
                7'b0110011: begin  
                    if (funct3 == 3'b000 && funct7 == 7'b0000000) begin  
                        wb_en = 1'b1;
                        wb_data = regs[rs1] + regs[rs2];
                    end else if (funct3 == 3'b000 && funct7 == 7'b0100000) begin  
                        wb_en = 1'b1;
                        wb_data = regs[rs1] - regs[rs2];
                    end
                end
                7'b0000011: begin  
                    if (funct3 == 3'b010) begin  
                        wb_en = 1'b1;
                        wb_data = dmem[(regs[rs1] + imm_i) >> 2];
                    end
                end
                7'b0100011: begin  
                    if (funct3 == 3'b010) begin  
                        do_store = 1'b1;
                    end
                end
                7'b1100011: begin  
                    case (funct3)
                        3'b000: begin  
                            if (regs[rs1] == regs[rs2]) begin
                                next_pc = pc + imm_b;
                            end
                        end
                        3'b100: begin  
                            if ($signed(regs[rs1]) < $signed(regs[rs2])) begin
                                next_pc = pc + imm_b;
                            end
                        end
                        default: begin
                        end
                    endcase
                end
                7'b1101111: begin  
                    wb_en = 1'b1;
                    wb_data = pc + 32'd4;
                    next_pc = pc + imm_j;
                end
                7'b1110011: begin  
                    if (instr == 32'h00100073) begin  
                        halted <= 1'b1;
                    end
                end
                default: begin
                end
            endcase
            if (do_store) begin
                dmem[(regs[rs1] + imm_s) >> 2] <= regs[rs2];
            end
            if (wb_en && (rd != 5'd0)) begin
                regs[rd] <= wb_data;
            end
            regs[0] <= 32'b0;
            pc <= next_pc;
        end
    end
endmodule
==> flow/run.sh <==
#!/bin/bash
# OpenROAD 26Q1-2900-gdf79404cd8, Yosys 0.63+post, stock flow scripts
make -C /OpenROAD-flow-scripts/flow DESIGN_CONFIG=/design/flow/config.mk WORK_HOME=/design/flow/orfs finish
==> flow/config.mk <==
export PLATFORM = sky130hd
export DESIGN_NAME = rv32i_core
export DESIGN_NICKNAME = rv32i_core
export VERILOG_FILES = /design/flow/design.v
export SDC_FILE = /design/flow/constraint.sdc
export NUM_CORES = 4
export LEC_CHECK = 1
export CORE_AREA = 10 10 114 114
export DIE_AREA = 0 0 124 124
export SYNTH_MEMORY_MAX_BITS = 65536
==> flow/constraint.sdc <==
current_design rv32i_core

set clk_period 3.9
set clk_io_pct 0.2

create_clock -name clk0 -period $clk_period [get_ports {clk}]

set non_clock_inputs [all_inputs -no_clocks]
set_input_delay [expr $clk_period * $clk_io_pct] -clock clk0 $non_clock_inputs
set_output_delay [expr $clk_period * $clk_io_pct] -clock clk0 [all_outputs]
==> flow_summary.ini <==
; synthesis and place-and-route metrics
[placed_design]
post_dp_cell_area_um2 = 1817
place_hpwl_um = 2676
globalplace.congestion = 0.7310
dp.cells = 321
portBuffers = 31

[synthesis]
ys_top_cells_by_count = dfxtp_1 (30), a21oi_1 (15), nor2_1 (13)
largest_area_cell = dfxtp_1
ys_cells = 160
yosysUniqueCellTypes = 33
ys_area_um2 = 1379
synth_top_area_share_pct = 43.56
syn_area_um2 = 1379
ys_dominant_reg_cell = dfxtp_1
yosysWarnings = 2
synth-seq-cells = 30
yosysMostFrequentCell = dfxtp_1
syn_inst = 160
ys_seq_share_pct = 43.56
ys_top_cells_by_area = dfxtp_1 (44%), xnor2_1 (5.7%), a21oi_1 (5.4%)
edf_count = 0
synthArstFlopShare_pct = 0
avgSynthCellArea_um2 = 8.618

[clock_tree]
holdBufCountCts = 0
cts.sinks = 30
cts_tree = done
cts_root_buf = clkbuf_8
clkTransAtPathRegs_ns = 0.06
postCtsSetupBuffers = 0
insertion_delay_ns = 0.28
cts_resized = 0
cts_buffer_depth = 2
cts_buffers = 5
cts_htree_levels = 2

[critical_path]
arrival_ns = 2.48
endpoint = pc[28]
crit_fanout = 15
slowest_stage = or4_4
path_cells = ha_1, nand4_2, or4_4, or4_1, a21oi_1
worst-setup-path-type = register to register
r2r_cells = 5
critPathMaxStageDelay_ns = 0.65
reg2reg_to = pc[28]
end_kind = register
startpoint_type = register
timing.rr.start = pc[2]
required_ns = 4.09
startpoint = pc[2]
r2r_slack_ns = 1.61

[status]
outcome = finished clean

[detailed_routing]
drt-wirelength-per-cell_um = 11.40
ant_nets = 0
drt_iter0_drc = 99
antenna_cells = 0
vias_per_cell = 3.826
via_count = 1255
firstDrtPassIters = 4
finalWirelength_um = 3740
drc_errors = 0

[floorplanning]
fp_util_pct = 13.24
io_pins = 35
num_rows = 37
coreArea_um2 = 10420
dieHeight_um = 124
die_area_um2 = 15380
die_x_um = 124

[global_route]
grt_max_degree = 28
antenna_found_initial = 0
grtUsageTotal_pct = 4.908
grt_pass1_vias = 1134
grt-ovfl-total = 0
grt_pass1_wl_um = 6085

[power]
leakage_nw = 0.5260
vdd_drop_max_v = 0.00009127
total_power_w = 0.0005610
power_density_nw_per_um2 = 296.3

[cells_and_area]
instances_no_fill = 328
regMostFlops = pc
area_growth_syn_to_layout_pct = 37.30
final_cell_area_um2 = 1893
drive_gt1_share_pct = 5.729
largestRegisters = pc: 30 flops
largest_register_ffs = 30

[run]
tool_warnings = 25
max_cap_violations = 0

[timing]
drv_slew = 0
rsz0062_at_grt = false
worst_clock_skew_ns = 0.004267
slew_headroom_pct = 45.28
finalCritPeriodShare_pct = 58.75
max_freq_ghz = 0.4364
finalSetupViolations = 0
period_needed_ns = 2.291
worst_slew_pin_slew_ns = 0.8157
timing.hold.ws_ns = 0.4871
setup_tns_ns = 0
hold_violations = 0

[hold_path]
hold_path_class = register to register
## cells by family after synthesis
| family | synth area share, % |
|---|---|
| AOI/OAI and AO/OA | 14.25 |
| xor gates and xnor gates | 6.988 |
| adders and majority gates | 0.9073 |
| buffers and inverters | 5.262 |
| DFF | 43.56 |
| other | 0.2720 |
| and+or+nand+nor | 28.77 |
## worst min path at each step
stage	startpoint	to	slack, ns	cells after the start
CTS	pc[31]	pc[31]	0.48	2
global route	pc[31]	pc[31]	0.50	2
finish	pc[31]	pc[31]	0.49	2
## critical path: cells and delay by family, from the launching register on
family | cells | cell delay (ns)
AOI/OAI and AO/OA | 1 | 0.14
DFF | 1 | 0.45
and+or+nand+nor | 3 | 1.34
adders and majority gates | 1 | 0.26
## cells in the final DEF, fill, tap and decap left out
| cell | n |
|---|---|
| conb_1 | 3 |
| or3_1 | 8 |
| dfxtp_1 | 30 |
| nor2_1 | 13 |
| nand2_1 | 10 |
| or3_2 | 1 |
| nor3_1 | 4 |
| o21ai_0 | 3 |
| nand4_1 | 5 |
| xnor2_1 | 9 |
| nor4_1 | 4 |
| clkbuf_1 | 2 |
| o31a_1 | 1 |
| and2_1 | 2 |
| o21ai_1 | 6 |
| o21a_1 | 3 |
| o31ai_1 | 6 |
| clkinv_1 | 1 |
| and4_1 | 2 |
| nand3_1 | 8 |
| or4_4 | 2 |
| clkdlybuf4s50_1 | 31 |
| a21oi_1 | 15 |
| clkbuf_8 | 5 |
| ha_1 | 1 |
| and3_1 | 1 |
| nand4_2 | 1 |
| inv_1 | 5 |
| xor2_1 | 2 |
| nand3_2 | 2 |
| or4_1 | 6 |
## cell type report
class | count | area [um2]
fillers | 1153 | 8523
multi-input cells | 118 | 713.2
flip-flops and latches | 30 | 600.6
repair buffers | 31 | 310.3
well taps | 136 | 170.2
clock buffers | 7 | 76.32
inverters | 6 | 22.52
## through the flow
stage / worst slack [ns] / utilization, %
floorplan: 2.004 / -
global placement: 1.544 / 17.44
detailed placement: 1.474 / 17.44
CTS: 1.611 / 18.17
global route: 1.451 / 18.17
finish: 1.609 / 18.17
## per-layer routing
layer | vias up | share of wire (%) | wire [um] | track usage (%)
li1 | 639 | - | - | -
met1 | 582 | 55 | 2067 | 7.500
met2 | 30 | 37 | 1391 | 6.656
met3 | 4 | 6.9 | 259 | 1.745
met4 | 0 | 0.56 | 21 | 0.5036
met5 | - | 0 | 0 | 0
## power by group
group	switching [W]	internal, W	leakage, nW
combinational	0.00000852	0.00000771	0.246
clock	0.000108	0.000123	0.0383
sequential	0.00000458	0.000309	0.242
total	0.000122	0.000439	0.526
Power and IR drop assume default switching activity.
