$ cat flow/design.v
module alu (
    input  wire [31:0] a,
    input  wire [31:0] b,
    input  wire [3:0]  op,
    output reg  [31:0] y
);
    localparam ALU_ADD  = 4'd0;
    localparam ALU_SUB  = 4'd1;
    localparam ALU_SLL  = 4'd2;
    localparam ALU_SLT  = 4'd3;
    localparam ALU_SLTU = 4'd4;
    localparam ALU_XOR  = 4'd5;
    localparam ALU_SRL  = 4'd6;
    localparam ALU_SRA  = 4'd7;
    localparam ALU_OR   = 4'd8;
    localparam ALU_AND  = 4'd9;
    always @(*) begin
        case (op)
            ALU_ADD:  y = a + b;
            ALU_SUB:  y = a - b;
            ALU_SLL:  y = a << b[4:0];
            ALU_SLT:  y = ($signed(a) < $signed(b)) ? 32'd1 : 32'd0;
            ALU_SLTU: y = (a < b) ? 32'd1 : 32'd0;
            ALU_XOR:  y = a ^ b;
            ALU_SRL:  y = a >> b[4:0];
            ALU_SRA:  y = $signed(a) >>> b[4:0];
            ALU_OR:   y = a | b;
            ALU_AND:  y = a & b;
            default:  y = 32'b0;
        endcase
    end
endmodule
$ cat flow/run.sh
#!/bin/bash
# OpenROAD 26Q1-2900-gdf79404cd8, Yosys 0.63+post, stock flow scripts
make -C /OpenROAD-flow-scripts/flow DESIGN_CONFIG=/design/flow/config.mk WORK_HOME=/design/flow/orfs finish
$ cat flow/config.mk
export PLATFORM = sky130hd
export DESIGN_NAME = alu
export DESIGN_NICKNAME = alu
export VERILOG_FILES = /design/flow/design.v
export SDC_FILE = /design/flow/constraint.sdc
export NUM_CORES = 4
export LEC_CHECK = 1
export CORE_UTILIZATION = 30
$ cat flow/constraint.sdc
current_design alu

set clk_period 9.8
set clk_io_pct 0.2

create_clock -name clk0 -period $clk_period

set non_clock_inputs [all_inputs -no_clocks]
set_input_delay [expr $clk_period * $clk_io_pct] -clock clk0 $non_clock_inputs
set_output_delay [expr $clk_period * $clk_io_pct] -clock clk0 [all_outputs]
==> results.toml <==
# yosys + openroad results
[routing]
finalWirelength_um = 39800
top_routing_layer_used = "met4"
avgViaCountPerCell = 6.20
detail_routed_net_length_per_standard_cell_um = 24.1
routed-wl-met3_um = 4280
routed-wl-met2_um = 16300
drtAntennaViolNets = 0
wirelength_met1_um = 17300
drt_iter0_drc = 1189
num_vias = 10223
drtPass1Iterations = 25
diodes = 0
detail_route.drc_violations = 0

[sta]
maxSlewHeadroom = 0.375
rsz0062_at_grt = "false"
achievable-frequency_ghz = 0.122
final_hold_viol_count = 0
period_used_share = 0.835
holdWs_ns = 5.12
maxSlewViolCount = 0
finalCriticalPeriod_ns = 8.19
final-setup-viol-count = 0
worst-slew-pin-transition_ns = 0.935
setup_total_negative_slack_ns = 0

[floorplanning]
fp.dieArea_mm2 = 0.0275
ioPinCount = 100
die_height_um = 166
num_rows = 59
floorplan.core_area_mm2 = 0.0262
chipWidth_um = 166
initCoreUtil = 0.308

[global_route]
track_usage = 0.285
antenna_found_initial = 0
grt_max_degree = 72
grt_pass1_wl_um = 59000
grt_pass1_vias = 9285
grt-ovfl-total = 0

[worst_setup_path]
critical_path_arrival_ns = 6.23
critical_path.max_fanout = 52
timing.critical_path.mode_cell = "sky130_fd_sc_hd__a31oi_1"
startpoint_type_of_the_worst_setup_path = "input port"
endpoint_kind = "output port"
critPathRequiredTime_ns = 7.84
crit_path_cell_trace = "buf_4 > ha_1 > inv_1 > fa_1 > nor2b_1 > o2111ai_1 > a31oi_1 > o21ai_0 > a21oi_1 > a211oi_1 > o31a_1 > a31oi_1 > xnor2_1 > o221ai_1 > clkdlybuf4s50_1"
highest_cell_delay_on_the_worst_timing_path_ns = 0.52
setup.worst_path.class = "input port to output port"
crit_path_top_delay_cell = "sky130_fd_sc_hd__clkdlybuf4s50_1"

[synth]
synth-seq-area-share = 0
yosysCellCount = 1287
topCellsByArea = "sky130_fd_sc_hd__ha_1 15%, sky130_fd_sc_hd__nor2_1 8.6%, sky130_fd_sc_hd__o21ai_0 8.3%, sky130_fd_sc_hd__a21oi_1 8.0%, sky130_fd_sc_hd__mux2i_1 6.7%"
synth.largest_area_cell = "sky130_fd_sc_hd__ha_1"
ys_chip_area_mm2 = 0.00806
synthesis.area_per_instance_um2 = 6.27
number_of_warnings_issued_by_yosys = 1
yosysUniqueCellTypes = 78
mappedNetlistArea_mm2 = 0.00806
netlist.area_leader.share = 0.154
syn-instance-count = 1287

[power_and_ir_drop]
power_density_mw_per_mm2 = 58.9
pleak_uw = 0.00395
irDropWorstVdd_mv = 0.0218

[place]
detailed_place.area_mm2 = 0.00926
numPortBuffers = 100
dp.final_hpwl_um = 31500
globalplace.congestion = 1.05

[cells_and_area]
clock_buffers = 0
synthToLayoutAreaGrowth_pct = 14.8
seq_area_um2 = 0
filler_cell_count = 2843
numSequentialCells = 0
logic_area_mm2 = 0.00731
final_cell_area_mm2 = 0.00926
drive_gt1_frac = 0.0540

[status]
outcome = "complete, no violations"

[run]
max-cap-violations = 0
warning_count = 99

[clocking]
ctsResizeCount = 0
post-cts-setup-buffer-count = 0
post_cts_hold_buffer_count = 0

[worst_hold_path]
hold_path.class = "input port to output port"
[cell usage after synthesis (24+ instances only)]
| cell type | n |
|---|---|
| sky130_fd_sc_hd__a21o_1 | 24 |
| sky130_fd_sc_hd__a21oi_1 | 129 |
| sky130_fd_sc_hd__clkbuf_1 | 59 |
| sky130_fd_sc_hd__ha_1 | 99 |
| sky130_fd_sc_hd__inv_1 | 89 |
| sky130_fd_sc_hd__mux2i_1 | 54 |
| sky130_fd_sc_hd__nand2_1 | 104 |
| sky130_fd_sc_hd__nand3_1 | 25 |
| sky130_fd_sc_hd__nor2_1 | 184 |
| sky130_fd_sc_hd__nor3_1 | 27 |
| sky130_fd_sc_hd__o211ai_1 | 27 |
| sky130_fd_sc_hd__o21ai_0 | 133 |
[final timing paths]
check | cells after the start | end | start
setup / recovery | 15 | y[28] | b[0]
hold / removal | 5 | y[5] | b[5]
[area by class of cell]
type               instances  area share
multi-input cells       1097       0.790
well taps                335      0.0453
inverters                 90      0.0365
repair buffers           128       0.128
[metrics by stage]
step	cells	total power, µW	setup WS (ns)	utilization
6_report	1650	545	1.61	0.353
5_1_grt	1650	588	1.39	0.353
4_1_cts	1650	533	1.66	0.353
3_5_place_dp	1650	529	1.67	0.353
3_3_place_gp	1650	535	1.60	0.353
2_1_floorplan	1287	332	2.37	-
[per-layer routing]
layer / GRT usage / vias to the layer above
li1: - / 4759
met1: 0.414 / 4738
met2: 0.408 / 628
met3: 0.0541 / 98
met4: 0.120 / 0
met5: 0 / -
[power breakdown]
part | internal (µW) | leakage, µW | total (µW) | switching, µW
clock network | 0 | 0 | 0 | 0
logic | 211 | 0.00395 | 545 | 334
registers | 0 | 0 | 0 | 0
total | 211 | 0.00395 | 545 | 334
[logic make-up (layout without fill, tap and decap cells)]
kind of cell               after synthesis  count (layout)  share of synthesized area
xor gates and xnor gates                19              19                     0.0206
and+or+nand+nor                        415             415                      0.230
muxes                                   70              70                     0.0964
buffers and inverters                  190             218                     0.0943
adders and majority gates              101             101                      0.159
AOI/OAI and AO/OA                      492             492                      0.400
[cells in the final DEF, fill, tap and decap left out, drive strengths merged, types with 11 or more instances in the layout]
cell / netlist / final
nor2: 185 / 185
o21ai: 136 / 136
a21oi: 129 / 129
nand2: 105 / 105
ha: 99 / 99
clkdlybuf4s50: 0 / 95
inv: 89 / 89
mux2i: 54 / 54
buf: 41 / 33
nor3: 30 / 30
o211ai: 27 / 27
nand3: 25 / 25
a21o: 24 / 24
a31oi: 22 / 22
a211oi: 22 / 22
a221oi: 19 / 19
xnor2: 16 / 16
nand2b: 14 / 14
o221ai: 14 / 14
a211o: 13 / 13
nor2b: 12 / 12
mux2: 11 / 11
[worst max-delay path, delay by kind of cell]
family | cells | cell delay [ns]
buffers and inverters | 3 | 1.10
and+or+nand+nor | 1 | 0.22
xor gates and xnor gates | 1 | 0.12
adders and majority gates | 2 | 0.79
AOI/OAI and AO/OA | 8 | 2.00
Power is estimated from default activity; no workload was simulated.
